## flow/design.v

```verilog
module uart_rx#(
    parameter CLK_FRE       = 50,
    parameter UART_RATE     = 115200
) (
    input                 i_sys_clk,     
    output                o_recv_en,    
    output logic [ 7:0]   o_recv_data,    
    input                 i_rx_pin 
);
parameter  RATE_CNT = (CLK_FRE * 1000_000 / UART_RATE) - 1;
typedef enum logic [1:0] {RX_WAIT, RX_START, RX_RECV, RX_STOP} STATE_RX;
STATE_RX state;
logic [25:0] clk_cnt;
logic [ 7:0] recv_data_r;
logic [ 2:0] recv_cnt;
assign o_recv_en = (clk_cnt >= RATE_CNT * 3 / 2);
always@(posedge i_sys_clk)begin
        case(state)
            RX_WAIT:
                if(!i_rx_pin)begin 
                    recv_cnt    <= 'd0;
                    state       <= RX_START;
                end
            RX_START:begin 
                if(clk_cnt >= RATE_CNT / 2)begin 
                    clk_cnt     <= 0;
                    state       <= RX_RECV;
                end else begin
                    clk_cnt     <= clk_cnt + 1;
                end
            end
            RX_RECV:begin 
                if(clk_cnt >= RATE_CNT)begin 
                    clk_cnt     <= 0;
                    recv_data_r[recv_cnt] <= i_rx_pin;
                    recv_cnt   <= recv_cnt + 1;
                    state      <= (recv_cnt >= 7 )? RX_STOP : RX_RECV ;
                end else begin
                    clk_cnt     <= clk_cnt + 1;
                end
            end
            RX_STOP:begin 
                o_recv_data <= recv_data_r;
                if(clk_cnt >= RATE_CNT * 3 / 2)begin 
                    clk_cnt     <= 0;
                    state       <= RX_WAIT;
                end else begin 
                    clk_cnt     <= clk_cnt + 1;
                end
            end
            default:begin
                clk_cnt     <= 0;
                recv_data_r <= 0;
                recv_cnt    <= 0;
                o_recv_data <= 0;
                state       <= RX_WAIT;
            end
        endcase
    end
endmodule
module uart_top #(
    parameter CLK_FRE         = 50,
    parameter UART_RATE       = 115200
    )(
    input         i_sys_clk,     
    input         i_rst_n,      
    input         i_uart_rx,
    output        o_uart_tx
);
typedef enum logic [1:0] {IDLE, LOOP}STATE_TOP;
STATE_TOP state;
logic [ 7:0] send_cnt;
logic [ 7:0] send_data;
logic        send_en;
logic        send_busy;
logic [ 7:0] recv_data;
logic        recv_en;
always@(posedge i_sys_clk)begin
    if(!i_rst_n)begin
        send_cnt    <= 'd0;
        send_en     <= 'b0;
        send_data   <= 'b0;
        state       <= IDLE;
    end else begin
        case(state)
            IDLE:begin  
                if(recv_en)begin  
                    send_en     <= 'b1;
                    send_data   <= recv_data;
                    state       <= LOOP;
                end
            end
            LOOP:begin  
                if(!send_busy)begin
                    send_en     <= 'b0;
                    state       <= IDLE;
                end
            end
            default:begin  
                state       <= IDLE;
            end
        endcase
    end
end
uart_tx #(
    .CLK_FRE            (CLK_FRE           ),
    .UART_RATE          (UART_RATE         )
)uart_tx_m0(
    .i_sys_clk          (i_sys_clk         ),
    .i_rst_n            (i_rst_n           ),
    .i_send_en          (send_en           ),
    .o_send_busy        (send_busy         ),
    .i_send_data        (send_data         ),
    .o_tx_pin           (o_uart_tx         )
);
uart_rx #(
    .CLK_FRE            (CLK_FRE            ),
    .UART_RATE          (UART_RATE          )
)uart_rx_m0(
    .i_sys_clk          (i_sys_clk          ),
    .o_recv_en          (recv_en            ),
    .o_recv_data        (recv_data          ),
    .i_rx_pin           (i_uart_rx          )
);
endmodule
module uart_tx#(
    parameter CLK_FRE    = 50,
    parameter UART_RATE = 115200
) (
    input             i_sys_clk,     
    input             i_rst_n,      
    input             i_send_en ,   
    output            o_send_busy ,   
    input      [ 7:0] i_send_data ,   
    output logic      o_tx_pin 
);
parameter  RATE_CNT = (CLK_FRE * 1000_000 / UART_RATE) - 1;
typedef enum logic [1:0] {TX_WAIT, TX_START, TX_SEND, TX_STOP}STATE_TX;
STATE_TX state;
logic [25:0] clk_cnt;
logic [ 7:0] send_data_r;
logic [ 2:0] send_cnt;
assign o_send_busy = state != TX_WAIT;
always@(posedge i_sys_clk)begin
    if(!i_rst_n)begin
        clk_cnt <= 0;
        send_data_r <= 0;
        send_cnt <= 0;
        o_tx_pin <= 1;  
        state <= TX_WAIT;
    end else begin
        case(state)
            TX_WAIT:
                if(i_send_en)begin 
                    send_data_r <= i_send_data;
                    send_cnt    <= 'd0;
                    state       <= TX_START;
                end
            TX_START:begin 
                o_tx_pin <= 0;
                if(clk_cnt >= RATE_CNT)begin 
                    clk_cnt     <= 0;
                    state   <= TX_SEND;
                end
                else
                    clk_cnt <= clk_cnt + 1;
            end
            TX_SEND:begin 
                o_tx_pin <= send_data_r[send_cnt];
                if(clk_cnt >= RATE_CNT)begin 
                    clk_cnt     <= 0;
                    send_cnt    <= send_cnt + 1;
                    state       <= (send_cnt >= 7 )?TX_STOP : TX_SEND ;
                end
                else
                    clk_cnt     <= clk_cnt + 1;
            end
            TX_STOP:begin 
                o_tx_pin        <= 1;
                if(clk_cnt >= RATE_CNT)begin 
                    clk_cnt     <= 0;
                    state       <= TX_WAIT;
                end
                else
                    clk_cnt     <= clk_cnt + 1;
            end
            default:begin
                clk_cnt     <= 0;
                send_data_r <= 0;
                send_cnt    <= 0;
                o_tx_pin    <= 1;  
                state       <= TX_WAIT;
            end
        endcase
    end
end
endmodule
```

## flow/run.sh

```bash
#!/bin/bash
# OpenROAD 26Q1-2900-gdf79404cd8, Yosys 0.63+post, stock flow scripts
make -C /OpenROAD-flow-scripts/flow DESIGN_CONFIG=/design/flow/config.mk WORK_HOME=/design/flow/orfs finish
```

## flow/config.mk

```make
export PLATFORM = sky130hd
export DESIGN_NAME = uart_top
export DESIGN_NICKNAME = uart_top
export VERILOG_FILES = /design/flow/design.v
export SDC_FILE = /design/flow/constraint.sdc
export NUM_CORES = 4
export LEC_CHECK = 1
export CORE_UTILIZATION = 50
```

## flow/constraint.sdc

```tcl
current_design uart_top

set clk_period 5.4
set clk_io_pct 0.2

create_clock -name clk0 -period $clk_period [get_ports {i_sys_clk}]

set non_clock_inputs [all_inputs -no_clocks]
set_input_delay [expr $clk_period * $clk_io_pct] -clock clk0 $non_clock_inputs
set_output_delay [expr $clk_period * $clk_io_pct] -clock clk0 [all_outputs]
```

==> qor.yml <==
status: "completed"
place_ws_ps: 2680
cts.sinks: 100
worstMarginPinSlew_ps: 825
post-dp-hpwl_mm: 4.80
track_usage_pct: 16.7
min_period_over_period_pct: 43.4
vias: 2910
yosysSeqAreaShare_pct: 53.8
fin_worst_skew_ps: 7.39
cts_tree: "done"
grt_pass1_vias: 2724
top_area_cell: "edfxtp_1"
clk_latency_ps: 350
ant_nets: 0
area_delta_synth_final_pct: 8.43
grt_pass1_wl_mm: 12.5
drive_gt1_share_pct: 7.35
crit_required_ps: 5680
hold_viol_final: 0
synthesis.area_mm2: 0.00456
grt_antenna_before_repair: 0
antenna_cells: 0
drv_cap: 0
drt_wl_total_mm: 7.01
postCtsResizedCells: 0
top_level_ports: 4
rows: 34
top_area_share_pct: 29.6
synth_top_flop_cell: "dfxtp_1"
coreArea_mm2: 0.00876
clk_pin_slew_ps: 90
grt_max_degree: 30
yosysWarnings: 3
cts-root-buf: "clkbuf_8"
top_cells_by_area: "edfxtp_1 (30%), dfxtp_1 (24%), ha_1 (5.2%), nor2_1 (4.0%), nand2_1 (4.0%)"
end_kind: "flip-flop"
p_per_area_mw_per_mm2: 424
cts_buffer_depth: 2
fin_crit_ps: 2340
ys_cells: 424
dp.cells: 541
timing.final.ws_setup_ps: 3060
syn_area_per_cell_um2: 10.8
ys_async_sr_fraction_pct: 0
viasPerCell: 5.22
final.fill_count: 743
place.gp.congestion: 0.877
grt.overflow.total: 0
setup_viol: 0
route.detailed.drc: 0
first_pass_iters: 4
rsz0062_at_grt: "false"
max_freq_ghz: 0.427
synth-edff-count: 45
hold_path.class: "reg2reg"
critical_path_class: "in2reg"
yosys_area_mm2: 0.00456
netlist_instances: 424
first_iter_violations: 67
reg2reg_from: "uart_tx_m0.state[0]"
maxSlewViolCount: 0
crit_path_start_kind: "input port"
die_h_um: 97.5
postCtsSetupBuffers: 0
h-tree-depth: 3
worstPathMaxFanout: 29
numSynthFlops: 100
arrival_ps: 2630
chipArea_mm2: 0.00950
cts_buffers: 9
stdcell_count: 557
fp.dieW_um: 97.5
cp-startpoint: "i_rst_n"
ir_worst_vdd_v: 0.000243
setup_tns_ps: 0
min_from: "uart_rx_m0.recv_data_r[4]"
openroad.warnings: 37
yosysUniqueCellTypes: 55
leakage_nw: 1.79
wl_per_cell_um: 12.6
fp_util_pct: 52.0
cts_hold_buf: 0
slew_headroom_pct: 44.8
io_buffers: 3
-- area by class of cell --
cell class	instances	area [um2]	area share [%]
Clock inverter	2	35.0	0.709
Inverter	15	56.3	1.14
Clock buffer	14	153	3.09
Multi-Input combinational cell	312	2060	41.6
Sequential cell	100	2450	49.6
Tap cell	108	135	2.73
Timing Repair Buffer	6	52.6	1.06
-- cells in the mapped netlist, types with 2 or more instances --
library cell and instances:
o21a_1 3, mux2i_1 13, dfxtp_1 55, inv_1 15, edfxtp_1 45, xnor2_1 12
a21oi_1 8, nor4_2 3, o211ai_1 3, nand3_1 12, o22ai_1 2, nor2_1 49
nor2b_1 14, buf_2 3, nand4_1 8, nand2_1 48, ha_1 19, and2_1 4
a31oi_1 4, and3_1 2, nor4_1 7, and4_1 6, a22o_1 3, clkbuf_1 8
mux4_2 2, nor4_4 2, nor3_1 15, xor2_1 10, a21boi_0 8, o21ai_0 12
or3_1 2, a41oi_1 2, mux2_2 3
-- critical path, cell delays in order --
cell,delay [ps]
clkdlybuf4s50_1,1010
o21ai_1,140
buf_4,260
a21oi_1,130
-- placed cells by master, fill, tap and decap left out, types with 3 or more instances in the layout --
cell / Yosys / layout
inv_1: 15 / 15
nand4_1: 8 / 8
nor2_1: 49 / 49
o211ai_1: 3 / 3
edfxtp_1: 45 / 45
conb_1: 1 / 16
and4_1: 6 / 6
and2_1: 4 / 4
nand2_1: 48 / 48
xnor2_1: 12 / 12
nand3_1: 12 / 12
a31oi_1: 4 / 4
mux2i_1: 13 / 13
ha_1: 19 / 19
a21boi_0: 8 / 8
o21a_1: 3 / 3
dfxtp_1: 55 / 55
xor2_1: 10 / 10
a22o_1: 3 / 3
nor2b_1: 14 / 14
buf_4: 1 / 3
mux2_2: 3 / 3
clkbuf_8: 0 / 10
clkbuf_1: 8 / 4
nor4_2: 3 / 3
nor4_1: 7 / 7
o21ai_0: 12 / 12
a21oi_1: 8 / 8
nor3_1: 15 / 15
clkdlybuf4s50_1: 0 / 3
-- where the power goes --
part,internal (mW),switching [mW],total [mW]
logic,0.198,0.296,0.494
registers,1.01,0.133,1.15
clock network,0.227,0.228,0.456
-- per-stage QoR --
step	util [%]	hold slack [ps]	power (mW)	cell area, um2
2_1_floorplan	-	420	1.53	4610
3_3_place_gp	54.3	438	1.65	4750
3_5_place_dp	54.3	445	1.66	4750
4_1_cts	56.4	462	2.13	4940
5_1_grt	56.4	474	2.25	4940
6_report	56.4	463	2.10	4940
-- state kept, by name, indices dropped and copies added (netlist names) --
name / cells
uart_rx_m0.clk_cnt: 26
uart_tx_m0.clk_cnt: 26
send_data: 8
uart_rx_m0.o_recv_data: 8
uart_rx_m0.recv_data_r: 8
uart_tx_m0.send_data_r: 8
uart_rx_m0.state: 4
uart_rx_m0.recv_cnt: 3
uart_tx_m0.send_cnt: 3
state: 2
uart_tx_m0.state: 2
send_en: 1
uart_tx_m0.o_tx_pin: 1
-- logic make-up after synthesis --
| kind of cell | count (synthesis) | share of synthesized area [%] |
|---|---|---|
| AND/OR/NAND/NOR | 181 | 20.6 |
| flip-flops | 100 | 53.8 |
| AND-OR/OR-AND | 56 | 9.06 |
| buffers and inverters | 27 | 2.39 |
| XOR/XNOR | 22 | 4.23 |
| adder cells (fa/ha/maj) | 19 | 5.22 |
| multiplexers | 18 | 4.58 |
| other | 1 | 0.0823 |
-- final timing paths --
path,cells past startpoint,endpoint,slack [ps]
worst max-delay path,4,uart_tx_m0.clk_cnt[9],3060
worst min-delay path,0,uart_rx_m0.o_recv_data[4],460
worst max register to register,7,uart_tx_m0.clk_cnt[21],3220
worst min register to register,0,uart_rx_m0.o_recv_data[4],460
-- routing by layer --
layer,up-vias,wire (um),GRT usage [%]
met5,-,0,0
met4,0,99,1.92
met3,8,183,3.73
met2,23,3050,24.4
met1,1342,3670,28.2
li1,1537,-,-
No activity file was given, so power comes from the tool's default toggle rates.
